File: run.sh
#!/bin/bash
# OpenROAD 26Q1-2900-gdf79404cd8, Yosys 0.63+post, stock flow scripts
make -C /OpenROAD-flow-scripts/flow DESIGN_CONFIG=/design/flow/config.mk WORK_HOME=/design/flow/orfs finish
File: config.mk
export PLATFORM = sky130hd
export DESIGN_NAME = APB_Slave
export DESIGN_NICKNAME = APB_Slave
export VERILOG_FILES = /design/flow/design.v
export SDC_FILE = /design/flow/constraint.sdc
export NUM_CORES = 4
export LEC_CHECK = 1
export CORE_AREA = 10 10 114 114
export DIE_AREA = 0 0 124 124
File: constraint.sdc
current_design APB_Slave

set clk_period 1.0
set clk_io_pct 0.2

create_clock -name clk0 -period $clk_period

set non_clock_inputs [all_inputs -no_clocks]
set_input_delay [expr $clk_period * $clk_io_pct] -clock clk0 $non_clock_inputs
set_output_delay [expr $clk_period * $clk_io_pct] -clock clk0 [all_outputs]
File: design.v
module APB_Slave (
	input pclk,
	input preset_n,
	input pselx,
	input penable,
	input pwrite,
	input [7:0] paddr,
	input [7:0] pwdata,
	output reg pready,
	output [7:0] prdata
);
	reg [7:0] memory [7:0];
	reg [7:0] address;
	assign prdata = memory[address];  
	always @(*)
	begin
	 	if(!preset_n)
	 		begin
	 			pready = 1'b0;
	 		end
	 	else if(pselx && !penable && !pwrite)
	 		begin
	 			pready = 1'b0;
	 		end
	 	else if(pselx && penable && !pwrite)
	 		begin
	 			pready  = 1'b1;
	 			address = paddr;
	 		end
	 	else if(pselx && !penable && pwrite)
	 		begin
	 			pready = 1'b0;
	 		end
	 	else if(pselx && penable && pwrite)
	 		begin
	 			pready = 1'b1;
	 			memory[address] = pwdata;
	 		end
	 	else 
	 		begin
	 			pready = 1'b0;
	 		end
	 end 
endmodule : APB_Slave
==> results.txt <==
Numbers from the implementation run.

For this design the top-level I/O count stands at 30. In this run the remaining antenna-violating nets after routing total 0. For this design the ratio of total power to cell area is slightly below 300 nW/µm². The type of element capturing the critical path is a primary output. The post-cts hold buffer count is 0. Max fanout on the critical path was recorded as 2.

The utilization after layout is 19.3%. The final tally of max-slew violations is 0. In the setup report, the worst path falls into the class in -> out.

The total global routing overflow is 0. The placement report lists the number of port buffers as 24. The floorplan step set the die width to around 120 µm. The via count of the first global-routing pass is 1,154. The flow ran to the end, and the final reports show no timing, DRC or antenna violations. Yosys stat counts around 160 cells in the synthesized netlist. Counting I/O delays and the setup requirement, the final critical path takes between 0.9 and 1 ns.

The fraction of final layout cells with drive strength greater than 1 is under 10%. The core outline area is approximately 10,000 µm². The critical path required time is 0.80 ns. The timing-limited maximum frequency is 1100 MHz. The synthesized netlist handed to floorplanning was reported with a cell count of 157. Of the post-synthesis cell area, the dominant cell type holds 60.6%. The data arrival time reported for the critical path is approximately 0.7 ns. The worst setup path is launched from an input port. The routability-driven placement congestion ratio is between 0.7 and 0.8. Detailed placement ended at an HPWL of about 2700 µm.

75 endpoints have no timing constraint. Overall routing resource usage recorded by global route was under 10%. Post-route period utilization is reported as roughly nine tenths. The height of the chip is between 100 and 150 µm. The measured slew at the worst slew-check pin is around 0.85 ns. The antenna diode count is 0. In the routed design, unresolved DRC markers number 0. The chip area line in the Yosys stat output reads approximately 1700 µm². From the final report, the count of setup violators was given as 0. Summed over all cells, the static leakage comes to 0.000895 µW. The synthesized area per cell is roughly 11 µm². Setup repair after global routing left no endpoint under its margin.

For this run, the detailed router reports a per-instance via density of around 3.6. Compared with the post-synthesis result, the final layout area differs by 20.6%. Entering global routing, the biggest net connects 30 pins. In this run, synthesis produced a sequential element count of about 67.

The count of cells in the finished layout, fillers not included, comes to between 300 and 400. The count of filler cells inserted in the layout is ~1.1k. The row count is 37.

The number of antenna violations at the first check in global routing is 0. The floorplan step records an initial core utilization of between 15 and 20%. The chip area is between 15,000 and 20,000 µm².

The headroom to the max-slew limit is 43.3%. In the final routed layout, each cell accounts on average for 11.9 µm. For reference, the top cells by area after synthesis are sky130_fd_sc_hd__dlxtn_1, sky130_fd_sc_hd__mux2i_1, sky130_fd_sc_hd__buf_6. The count of TritonRoute iterations in the first routing pass is 4. Counting endpoints that fail hold in the final report gives 0.

The number of design-rule violations left by the first detailed-router iteration is between 60 and 70. The final layout contains routed wiring with a total length of between 3000 and 4000 µm. The netlist area before placement is about 1700 µm². Per the detail_route report, the via count comes to approximately 1.1k. The number of max-cap violations is 0. The yosys synthesis warning count is 2. Across all stage logs, warnings added up to 38. The peak ir drop on the vdd network is about 0.1 mV. The timer found approximately 67 register pins that no clock reaches; their paths are not timed. The path category of the worst min-delay check is in -> out. The first global-routing pass estimated roughly 6000 µm of wire. Looking at area per cell type in the netlist, the leader is sky130_fd_sc_hd__dlxtn_1. The number of different library cells in the post-synthesis netlist is 27. The number of placed instances with taps included is between 300 and 400.
layout by cell type (no fill, tap or decap):
master,netlist,layout
sky130_fd_sc_hd__dlxtn_1,67,67
sky130_fd_sc_hd__clkdlybuf4s50_1,0,20
sky130_fd_sc_hd__mux2i_1,18,18
sky130_fd_sc_hd__nor2_1,12,12
sky130_fd_sc_hd__nand2_1,10,10
sky130_fd_sc_hd__o22ai_1,5,5
sky130_fd_sc_hd__a211oi_1,5,5
sky130_fd_sc_hd__o22a_1,5,5
sky130_fd_sc_hd__nand2b_1,4,4
sky130_fd_sc_hd__nand3_1,3,3
sky130_fd_sc_hd__dlygate4sd2_1,0,3
sky130_fd_sc_hd__nor2b_1,2,2
sky130_fd_sc_hd__a211o_1,2,2
sky130_fd_sc_hd__mux4_2,2,2
sky130_fd_sc_hd__a21oi_1,2,2
sky130_fd_sc_hd__buf_4,0,2
sky130_fd_sc_hd__nand3b_1,1,1
sky130_fd_sc_hd__o21ai_1,1,1
sky130_fd_sc_hd__a32oi_1,1,1
sky130_fd_sc_hd__nand2b_4,1,1
sky130_fd_sc_hd__nor3b_1,1,1
sky130_fd_sc_hd__a41oi_1,1,1
sky130_fd_sc_hd__or3_1,1,1
sky130_fd_sc_hd__a31oi_1,1,1
sky130_fd_sc_hd__and3_4,0,1
sky130_fd_sc_hd__inv_2,1,1
sky130_fd_sc_hd__and3_1,2,1
sky130_fd_sc_hd__buf_2,3,1
worst max-delay path, cell delays in order:
cell and delay, ns:
sky130_fd_sc_hd__dlygate4sd2_1 0.23, sky130_fd_sc_hd__and3_4 0.17, sky130_fd_sc_hd__buf_2 0.11
routing by layer:
metal / track usage, % / share of wire [%]
met5: 0 / 0
met3: 0.551 / 2.5
met2: 8.31 / 48
met1: 6.93 / 50
met4: 0 / 0
final timing paths:
check	endpoint	startpoint	depth (start not counted)	slack [ns]
setup / recovery	pready	preset_n	3	0.09
hold / removal	pready	pselx	3	0.84
final cells by class:
class                   instances  area [µm²]  area share (%)
inverters                       1        3.75           0.187
multi-input cells              80         582            29.0
flip-flops and latches         67        1010            50.1
well taps                     136         170            8.47
repair buffers                 26         246            12.3
through the flow:
| stage | TNS (ns) | worst slack [ns] | area, µm² | power, µW | hold slack (ns) |
|---|---|---|---|---|---|
| 5_1_grt | 0 | 0.0729 | 2010 | 653 | 0.870 |
| 6_report | 0 | 0.0922 | 2010 | 591 | 0.844 |
| 3_3_place_gp | -0.500 | -0.500 | 2010 | 598 | 1.36 |
| 2_1_floorplan | 0 | 0.342 | 1670 | 411 | 0.622 |
| 4_1_cts | 0 | 0.0839 | 2010 | 604 | 0.854 |
| 3_5_place_dp | -0.503 | -0.503 | 2010 | 605 | 1.37 |
Yosys cell counts:
master / number
sky130_fd_sc_hd__o22a_1: 5
sky130_fd_sc_hd__inv_2: 1
sky130_fd_sc_hd__mux2i_1: 18
sky130_fd_sc_hd__a21oi_1: 2
sky130_fd_sc_hd__a32oi_1: 1
sky130_fd_sc_hd__nor2b_1: 2
sky130_fd_sc_hd__buf_8: 1
sky130_fd_sc_hd__o21ai_1: 1
sky130_fd_sc_hd__or3_1: 1
sky130_fd_sc_hd__and3_1: 2
sky130_fd_sc_hd__buf_2: 3
sky130_fd_sc_hd__o22ai_1: 5
sky130_fd_sc_hd__clkbuf_1: 1
sky130_fd_sc_hd__nor2_1: 12
sky130_fd_sc_hd__nand2_1: 10
sky130_fd_sc_hd__a41oi_1: 1
sky130_fd_sc_hd__nand2b_1: 4
sky130_fd_sc_hd__a31oi_1: 1
sky130_fd_sc_hd__nand3_1: 3
sky130_fd_sc_hd__nand3b_1: 1
sky130_fd_sc_hd__a211o_1: 2
sky130_fd_sc_hd__a211oi_1: 5
sky130_fd_sc_hd__nand2b_4: 1
sky130_fd_sc_hd__buf_6: 4
sky130_fd_sc_hd__nor3b_1: 1
sky130_fd_sc_hd__dlxtn_1: 67
sky130_fd_sc_hd__mux4_2: 2
what timing repair did:
action,4_1_cts,5_1_grt
resized,7,0
setup endpoints to repair,1,0
buffers inserted,0,0
report_power, final:
group	switching, µW	leakage (µW)	internal [µW]	total [µW]
Sequential	55.7	0.000546	177	233
Clock	0	0	0	0
Combinational	144	0.000350	214	358
Total	199	0.000895	392	591
state kept, by name (all words and copies together), names as in the netlist:
| register | flops |
|---|---|
| address | 3 |
| memory | 64 |
cells by family after synthesis:
family	share of synthesized area, %
compound gates	10.1
buf+inv	4.96
simple gates	11.0
mux	13.5
latches	60.6
No activity file was given, so power comes from the tool's default toggle rates.
